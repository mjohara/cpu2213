==> ./design.v <==
`timescale 1ns/1ns
module bus_selector(input wire[31:0] address, 
                    output wire en1,
                    output wire en2,
                    output wire en3,
                    output wire en4);
    assign en1 = (address[31:17] == 15'b000000000000000) ? 1 : 0;
    assign en2 = (address[31:17] == 15'b000000010000000) ? 1 : 0;
    assign en3 = (address[31:17] == 15'b000000110000000) ? 1 : 0;
    assign en4 = ((address[31] == 1) && (address[30:3] == 0)) ? 1 : 0;
endmodule
==> ./run.sh <==
#!/bin/bash
# OpenROAD 26Q1-2900-gdf79404cd8, Yosys 0.63+post, stock flow scripts
make -C /OpenROAD-flow-scripts/flow DESIGN_CONFIG=/design/flow/config.mk WORK_HOME=/design/flow/orfs finish
==> ./config.mk <==
export PLATFORM = sky130hd
export DESIGN_NAME = bus_selector
export DESIGN_NICKNAME = bus_selector
export VERILOG_FILES = /design/flow/design.v
export SDC_FILE = /design/flow/constraint.sdc
export NUM_CORES = 4
export LEC_CHECK = 1
export CORE_AREA = 10 10 70 70
export DIE_AREA = 0 0 80 80
==> ./constraint.sdc <==
current_design bus_selector

set clk_period 1.4
set clk_io_pct 0.2

create_clock -name clk0 -period $clk_period

set non_clock_inputs [all_inputs -no_clocks]
set_input_delay [expr $clk_period * $clk_io_pct] -clock clk0 $non_clock_inputs
set_output_delay [expr $clk_period * $clk_io_pct] -clock clk0 [all_outputs]
==> Slide: Implementation Results <==
Key Metrics from the Run

Final timing
  – Slew @ Worst Pin: between 0.2 and 0.3 ns
  – Final period utilization: 148%
  – Setup TNS Final: -1.34 ns
  – Max-slew violation count: 0
  – Setup WS post-layout: -0.676 ns
  – Hold_ws: between 0.8 and 0.9 ns
  – Minimum clock period: a little over 2 ns
  – F_max: ~0.48 GHz
  – Relative slew slack: between 80 and 90%
  – Unrepaired setup endpoints after global routing: yes
  – Final setup viols: 3
  – Hold Vio Cnt, Final: 0

Pwr
  – Seq pwr share: 0%
  – Switching share of total power: roughly 29%
  – Clk pwr share: 0%
  – Leakage power: roughly 0.00021 µW
  – Worst vdd ir: 44.8 µV
  – Comb power frac: roughly 100%
  – Int Pwr: slightly above 70 µW
  – Power, Total: ~100 µW
  – P per Cell Area: ~170 mW/mm²
  – Psw: 28.9 µW

Routing
  – Antenna violation net count after detailed routing: 0
  – Drt wl/cell: between 10 and 15 µm
  – Via Count: ~300
  – Antenna fix cells: 0
  – Drt pass-1 iters: 1
  – Total wire length: between 1000 and 1500 µm
  – Via density: approximately 3
  – DRC errors left: 0
  – Iteration-0 DRC Markers: 0

Final layout
  – Utilization after layout: 16.7%
  – Area grow syn2layout: 424%
  – Seq_cells: 0
  – Final-layout fill cell count: just under 400
  – Logic area: between 150 and 200 µm²
  – Clock buf count: 0
  – Non-filler instance count after layout: 101
  – Layout cell share with drive strength beyond 1: 47.3%
  – Flop area: 0 µm²

Logic synthesis
  – Cell count after synthesis: 19
  – Mean post-synth cell area: between 5 and 6 µm²
  – Seq/Total Area, Yosys: 0%
  – Top cell type by instance count after synthesis: nor4_1
  – Largest area contributor in the netlist: nor4_1
  – Post-Synthesis Cell Area: approximately 110 µm²
  – Top cells by count, synth: nor4_1, nand2_1, nor2_1, nor3_1
  – Syn. warnings: 0
  – Summed standard-cell area reported by yosys: ~110 µm²
  – Unique cell types: 8
  – Cell area leaders: nor4_1, nor3_1, or4_1
  – Yosys Instances: 19
  – Area leader share: between 20% and 30%

Worst setup path
  – Family with the most delay on the worst path: simple AND/OR/NAND/NOR gates
  – Slowest stage delay, CP: roughly 0.53 ns
  – Critical path capture point type: output pin
  – Worst setup SP type: input pin
  – Critical path buffers and inverters: 3
  – Crit path kind: in -> out
  – CP Data Required Time: 1.12 ns
  – Worst path slowest cell: or4_4
  – Critical Path Fanout Max: 2
  – Crit-path cells: buf_6, or4_4, or4_4, buf_6, nor4_4, buf_2
  – Worst EP arrival: ~1.8 ns
  – Critical Path Stages: 6

Die
  – Starting Density: ~3.2%
  – Io pins: 36
  – Core ar.: between 0.003 and 0.004 mm²
  – Die area: between 0.006 and 0.007 mm²
  – FP Rows: 21
  – Die Span Y: 80 µm
  – Die width: 80 µm

Global route
  – Global-route wire length before repair: around 1400 µm
  – Initial antenna violation count: 0
  – Vias in the first global route: 315
  – Gr usage total: about 2.7%
  – Pin count of the biggest net entering global routing: 4
  – Grt total ovfl: 0

Min path
  – Worst hold path stage count: 3
  – Hold Path Class: in -> out

Outcome
  – Failing checks: setup timing
  – Status: finished, violations left

Run
  – Tool Warnings: 38
  – Max cap viols: 0

Place
  – Input/output buffers: 33
  – GPL Wtd Cong: 0.842
  – Cells after DPL: roughly 98

Clock tree
  – Cts-stage hold buffer count: 0
[metal layers]
layer	routed length [µm]	vias to the layer above	global-route usage (%)
li1	-	152	-
met1	509	127	3.96
met2	417	24	4.01
met3	144	0	1.02
met4	0	0	0
met5	0	-	0
[final timing paths]
kind | from | endpoint | slack (ns)
worst max-delay path | address[28] | en4 | -0.68
worst min-delay path | address[31] | en1 | 0.85
[stage by stage]
stage	setup slack (ns)	cell area (µm²)
5_1_grt	-0.744	571
6_report	-0.676	571
4_1_cts	-0.685	518
3_5_place_dp	-1.30	504
2_1_floorplan	-0.259	116
3_3_place_gp	-1.28	504
[power groups by stage]
stage | sequential [µW] | combinational [µW] | clock (µW)
CTS | 0 | 89.9 | 0
global route | 0 | 106 | 0
finish | 0 | 99.6 | 0
[cell usage in the layout, fill, tap and decap left out, drive strengths merged]
cell type / netlist / routed
clkdlybuf4s50: 0 / 14
buf: 0 / 13
nor4: 5 / 5
clkdlybuf4s15: 0 / 4
nand2: 3 / 3
dlygate4sd2: 0 / 3
nor3: 3 / 3
nor2: 3 / 3
or4: 2 / 2
clkbuf: 0 / 2
nand3: 2 / 2
nor4b: 1 / 1
[cell type report]
| class | count | share of cell area, % |
|---|---|---|
| well taps | 46 | 10.1 |
| repair buffers | 36 | 55.9 |
| multi-input cells | 19 | 34.0 |
[cells by family (layout without fill, tap and decap cells)]
family / count (synthesis) / after routing / synth area share [%]
buffers and inverters: 0 / 36 / 0
and+or+nand+nor: 19 / 19 / 100
[timing repair]
| action | CTS | global route |
|---|---|---|
| pin swaps | 9 | 10 |
| gates cloned | 0 | 0 |
| setup buffers | 2 | 1 |
| setup endpoints to repair | 4 | 4 |
| resized | 59 | 12 |
No activity file was given, so power comes from the tool's default toggle rates.
